File: ./config.mk
export PLATFORM = sky130hd
export DESIGN_NAME = instruction_fsm
export DESIGN_NICKNAME = instruction_fsm
export VERILOG_FILES = /design/flow/design.v
export SDC_FILE = /design/flow/constraint.sdc
export NUM_CORES = 4
export LEC_CHECK = 1
export CORE_AREA = 10 10 112 112
export DIE_AREA = 0 0 122 122
export SYNTH_HDL_FRONTEND = slang
File: ./constraint.sdc
current_design instruction_fsm

set clk_period 3.2
set clk_io_pct 0.2

create_clock -name clk0 -period $clk_period [get_ports {clk}]

set non_clock_inputs [all_inputs -no_clocks]
set_input_delay [expr $clk_period * $clk_io_pct] -clock clk0 $non_clock_inputs
set_output_delay [expr $clk_period * $clk_io_pct] -clock clk0 [all_outputs]
File: ./design.v
module instruction_fsm (
    input wire clk,
    input wire rst_n,
    input wire [8:0] addr_in,    
    input wire [31:0] inst_in,   
    output reg [31:0] inst_out,  
    output reg [8:0] addr_out,   
    output reg write_enable,     
    output reg [31:0] flag_reg   
);
    typedef enum logic [2:0] {
        IDLE  = 3'b000,  
        FETCH = 3'b001,  
        SEND  = 3'b010,  
        INC   = 3'b011,  
        DONE  = 3'b100   
    } state_t;
    state_t state, next_state;
    always @(posedge clk or negedge rst_n) begin
        if (!rst_n)
            state <= IDLE;
        else
            state <= next_state;
    end
    always @(*) begin
        case (state)
            IDLE: 
                if (addr_in != 9'b0)  
                    next_state = FETCH;
                else
                    next_state = IDLE;
            FETCH: 
                next_state = SEND;  
            SEND: 
                next_state = INC;  
            INC:
                next_state = DONE;  
            DONE: 
                next_state = IDLE;  
            default: 
                next_state = IDLE;
        endcase
    end
    always @(posedge clk or negedge rst_n) begin
        if (!rst_n) begin
            inst_out <= 32'b0;
            addr_out <= 9'b0;
            write_enable <= 1'b0;
            flag_reg <= 32'b0;
        end else begin
            case (state)
                IDLE: begin
                    inst_out <= 32'b0;
                    addr_out <= addr_in;  
                    write_enable <= 1'b0;
                    flag_reg[0] <= 1'b1;  
                end
                FETCH: begin
                    inst_out <= inst_in;  
                    write_enable <= 1'b1;  
                end
                SEND: begin
                    write_enable <= 1'b0;  
                end
                INC: begin
                    addr_out <= addr_out + 4;  
                end
                DONE: begin
                    flag_reg[0] <= 1'b0;  
                end
            endcase
        end
    end
endmodule
File: ./run.sh
#!/bin/bash
# OpenROAD 26Q1-2900-gdf79404cd8, Yosys 0.63+post, stock flow scripts
make -C /OpenROAD-flow-scripts/flow DESIGN_CONFIG=/design/flow/config.mk WORK_HOME=/design/flow/orfs finish
==> out/metrics.json <==
{
  "status": {
    "run_status": "completed"
  },
  "power_and_ir_drop": {
    "power.share.switching_pct": 23.2,
    "p_sw_uw": 281,
    "power_density_nw_per_um2": 398,
    "combPwrFrac_pct": 15.0,
    "cell_internal_pwr_uw": 931,
    "power.clock.fraction_pct": 29.6,
    "power.leakage_nw": 1.37,
    "power_frac_seq_pct": 55.4,
    "peakVddDrop_uv": 167
  },
  "clocking": {
    "total_cts_buffers": 5,
    "cts_hold_repair.buffers": 0,
    "cts_resized": 0,
    "cts-root-to-sink-buffers": 2,
    "clkLatencyLatePin_ns": 0.29,
    "cts_root_buf": "sky130_fd_sc_hd__clkbuf_8",
    "path_clk_slew_ns": 0.09,
    "cts_htree_levels": 2,
    "cts_setup_buffers": 0,
    "cts_tree": "done",
    "cts.sink_count": 48
  },
  "global_routing": {
    "number_of_global_route_vias_before_repair": 1739,
    "groute.usage.overall_pct": 7.83,
    "global_route_wire_length_before_repair_mm": 9.43,
    "overflow": 0,
    "antenna_violations_before_repair": 0,
    "grt_max_degree": 36
  },
  "final_timing": {
    "tns_ns": 0,
    "hold_viol": 0,
    "final.period_utilization_pct": 66.3,
    "hold_ws_ns": 0.304,
    "finalWorstSetupSlack_ns": 1.08,
    "fin_crit_ns": 2.12,
    "fmax_mhz": 471,
    "fin_skew_ns": 0.00478,
    "rsz_0062_raised_after_global_routing": "false",
    "slew_headroom_pct": 57.3,
    "timing.final.setup_violations": 0,
    "finalMaxSlewViolations": 0,
    "worstMarginPinSlew_ns": 0.639
  },
  "critical_path": {
    "path_class": "in2reg",
    "worstPathBufferInverterCount": 1,
    "worstPathCellList": "clkdlybuf4s50_1 -> or4_1 -> or4_4 -> o31a_1",
    "worst_path_largest_cell_delay_ns": 0.55,
    "start_kind": "input port",
    "critical_path.endpoint_type": "flip-flop",
    "cp_top_family": "simple AND/OR/NAND/NOR gates",
    "timing.critical_path.slowest_stage_cell": "sky130_fd_sc_hd__or4_1",
    "required_ns": 3.38,
    "worstPathMaxFanout": 2,
    "worst-endpoint-arrival_ns": 2.31,
    "timing.critical_path.from": "addr_in[4]",
    "reg2reg_from": "state[3]$_DFF_PN0_"
  },
  "placement": {
    "placement.setup.worst_slack_ns": 0.734,
    "gp_routability_congestion": 0.789,
    "hpwlAfterDp_mm": 4.41,
    "numPlacedInstances": 388,
    "port-buffer-count": 85
  },
  "synth": {
    "syn-cell-area_um2": 2070,
    "yosysSeqAreaShare_pct": 58.0,
    "synth.area.top_cells": "sky130_fd_sc_hd__dfrtp_1 (57%), sky130_fd_sc_hd__a22o_1 (14%), sky130_fd_sc_hd__buf_4 (11%)",
    "netlist.area_leader.share_pct": 56.7,
    "netlist-cell-type-count": 30,
    "yosys_register_bits": 48,
    "yosys.area.top_type": "sky130_fd_sc_hd__dfrtp_1",
    "cell_count_after_synthesis": 174,
    "syn-mean-instance-area_um2": 11.9,
    "yosys_warnings": 31,
    "synth.yosys.num_cells": 174,
    "ys_chip_area_um2": 2070
  },
  "floorplanning": {
    "design.core.area_um2": 10200,
    "die_size_um2": 14900,
    "fp.dieW_um": 122,
    "die_height_um": 122,
    "i_o_pins": 117,
    "num_rows": 37,
    "initial_core_util_pct": 20.3
  },
  "layout": {
    "final_layout_size_suffix_gt1_share_pct": 6.15,
    "seqCellArea_um2": 1200,
    "finalCoreUtilization_pct": 29.8,
    "area.combinational_um2": 704,
    "largest-register": "inst_out",
    "layout.cells.non_filler": 396,
    "area_grow_syn2layout_pct": 47.0,
    "reg_top3": "inst_out x32, addr_out x9, state x5",
    "fillers": 1049,
    "largest_register_ff_count": 32
  },
  "hold_path": {
    "worst_hold_path_class": "in2async"
  },
  "detailed_routing": {
    "drt_wl_total_mm": 5.90,
    "route.antenna.remaining_nets": 0,
    "post-route-drc-count": 0,
    "detail_route.iter0.violations": 95,
    "drt_pass_1_iters": 4,
    "vias_per_cell": 3.88,
    "vias": 1537,
    "wl_per_cell_um": 14.9,
    "n_antenna_cell": 0
  },
  "flow_run": {
    "tool_warnings": 25,
    "drv_cap": 0
  }
}
## cells in the mapped netlist
master / instances
sky130_fd_sc_hd__o31a_1: 1
sky130_fd_sc_hd__dfrtp_1: 47
sky130_fd_sc_hd__o32ai_1: 1
sky130_fd_sc_hd__a211oi_1: 2
sky130_fd_sc_hd__nand3_1: 4
sky130_fd_sc_hd__nor2_1: 6
sky130_fd_sc_hd__a22oi_1: 1
sky130_fd_sc_hd__clkbuf_1: 9
sky130_fd_sc_hd__or4_4: 1
sky130_fd_sc_hd__nor2b_1: 3
sky130_fd_sc_hd__o21ai_0: 2
sky130_fd_sc_hd__o41ai_2: 1
sky130_fd_sc_hd__inv_1: 4
sky130_fd_sc_hd__buf_4: 31
sky130_fd_sc_hd__o21ai_1: 2
sky130_fd_sc_hd__conb_1: 1
sky130_fd_sc_hd__or3_1: 1
sky130_fd_sc_hd__xor2_1: 3
sky130_fd_sc_hd__o211ai_1: 1
sky130_fd_sc_hd__mux2i_1: 2
sky130_fd_sc_hd__a22o_1: 32
sky130_fd_sc_hd__a31oi_1: 1
sky130_fd_sc_hd__o21a_1: 1
sky130_fd_sc_hd__a21oi_1: 3
sky130_fd_sc_hd__nand2_1: 8
sky130_fd_sc_hd__ha_1: 1
sky130_fd_sc_hd__nand2b_1: 2
sky130_fd_sc_hd__dfstp_2: 1
sky130_fd_sc_hd__nor3_1: 1
sky130_fd_sc_hd__or4_1: 1
## cells in the final DEF (no fill, tap or decap), types with 2 or more instances in the layout
cell	n
sky130_fd_sc_hd__xor2_1	3
sky130_fd_sc_hd__nand2b_1	2
sky130_fd_sc_hd__dfrtp_1	47
sky130_fd_sc_hd__nand3_1	4
sky130_fd_sc_hd__inv_1	4
sky130_fd_sc_hd__clkbuf_8	5
sky130_fd_sc_hd__o21ai_1	2
sky130_fd_sc_hd__clkinv_2	2
sky130_fd_sc_hd__nand2_1	8
sky130_fd_sc_hd__clkdlybuf4s50_1	84
sky130_fd_sc_hd__a211oi_1	2
sky130_fd_sc_hd__a22o_1	32
sky130_fd_sc_hd__o21ai_0	2
sky130_fd_sc_hd__a21oi_1	3
sky130_fd_sc_hd__conb_1	31
sky130_fd_sc_hd__nor2b_1	3
sky130_fd_sc_hd__nor2_1	5
sky130_fd_sc_hd__mux2i_1	2
sky130_fd_sc_hd__buf_4	3
## cell type report
cell class / count / area share, %
Inverter: 4 / 0.493
Sequential cell: 48 / 39.4
Clock inverter: 3 / 0.616
Multi-Input combinational cell: 112 / 23.1
Timing Repair Buffer: 88 / 28.5
Clock buffer: 5 / 2.26
Tap cell: 136 / 5.58
## stage by stage
stage                     power [mW]  area (um^2)
after floorplan                0.737         2190
after global placement         0.871         2960
after detailed placement       0.871         2960
after CTS                       1.25         3050
after global routing            1.30         3050
final                           1.21         3050
## power by group through the flow
stage	clock network [mW]	registers, mW	logic (mW)
CTS	0.389	0.672	0.189
global route	0.418	0.679	0.204
finish	0.359	0.672	0.181
## path summary, 6_finish.rpt
path / endpoint / slack (ns) / cells past startpoint
worst min register to register: state[4]$_DFF_PN0_ / 0.39 / 0
worst max-delay path: state[3]$_DFF_PN0_ / 1.08 / 4
worst min-delay path: addr_out[7]$_DFFE_PN0P_ / 0.30 / 1
min in group clk0: state[4]$_DFF_PN0_ / 0.39 / 0
worst max register to register: inst_out[12]$_DFFE_PN0P_ / 1.43 / 4
max in group asynchronous: state[0]$_DFF_PN1_ / 2.10 / 2
## layer usage
| metal | wire length, um | vias up | GRT usage [%] |
|---|---|---|---|
| met2 | 2870 | 63 | 12.3 |
| li1 | - | 725 | - |
| met5 | 0 | - | 0 |
| met1 | 2510 | 747 | 10.7 |
| met4 | 51 | 0 | 1.04 |
| met3 | 465 | 2 | 2.39 |
## kinds of logic after synthesis
family / Yosys count / share of synthesized area (%)
AND-OR/OR-AND: 48 / 19.0
XOR/XNOR: 3 / 1.27
adder cells (fa/ha/maj): 1 / 0.603
buffers and inverters: 44 / 13.6
flip-flops: 48 / 58.0
multiplexers: 2 / 0.966
other: 1 / 0.181
AND/OR/NAND/NOR: 27 / 6.46
Power figures rest on the tool's default switching activity, not on a simulated workload.
